--- /design/flow/config.mk ---
export PLATFORM = sky130hd
export DESIGN_NAME = collision
export DESIGN_NICKNAME = collision
export VERILOG_FILES = /design/flow/design.v
export SDC_FILE = /design/flow/constraint.sdc
export NUM_CORES = 4
export LEC_CHECK = 1
export CORE_UTILIZATION = 40
--- /design/flow/constraint.sdc ---
current_design collision

set clk_period 30.2
set clk_io_pct 0.2

create_clock -name clk0 -period $clk_period [get_ports {clk_in}]

set non_clock_inputs [all_inputs -no_clocks]
set_input_delay [expr $clk_period * $clk_io_pct] -clock clk0 $non_clock_inputs
set_output_delay [expr $clk_period * $clk_io_pct] -clock clk0 [all_outputs]
--- /design/flow/design.v ---
module collision (
    input wire rst_sim,
    input wire clk_in,
    input wire rst_in,
    input wire valid_in,
    input wire [10:0] ball_x,
    input wire [9:0] ball_y,
    input wire [9:0][10:0] pins_x,
    input wire [9:0][9:0] pins_y,
    input wire [15:0] ball_vx_in,
    input wire [15:0] ball_vy_in,
    output logic [9:0][15:0] pins_vx_out,
    output logic [9:0][15:0] pins_vy_out,
    output logic [9:0] pins_hit,
    output logic done
);
    localparam CALC_DIST_BALL = 2'b0;
    localparam CALC_COLL_BALL = 2'b01;
    localparam CALC_DIST_PIN = 2'b10;
    localparam CALC_COLL_PIN = 2'b11;
    parameter BALL_MASS = 2;
    parameter PIN_MASS = 1;
    parameter BALL_RADIUS = 39;
    parameter PIN_RADIUS = 21;
    parameter SCREEN_HEIGHT = 768;
    parameter SCREEN_WIDTH = 1024;
    parameter TIMER_RST = 1500000;
    logic [19:0] dist_ball_pin [9:0];
    logic [19:0] dist_pin [9:0][9:0];
    logic state;
    logic [31:0] timer;
    logic [9:0][15:0] pins_vx_in;
    logic [9:0][15:0] pins_vy_in;
    always @(posedge clk_in) begin
        if (rst_in || rst_sim) begin
            pins_hit <= 10'b0;
            pins_vx_out <= '0;
            pins_vy_out <= '0;
            pins_vx_in <= 0;
            pins_vy_in <= 0;
            done <= 0;
            state <= CALC_DIST_BALL;
        end else if(timer == 0) begin
            timer = timer + 1;        
        if (valid_in) begin
            if(state == CALC_DIST_BALL) begin
                done <= 0;
                for (int i = 0; i < 10; i++) begin
                    dist_ball_pin[i] <= (ball_x - pins_x[i]) * (ball_x - pins_x[i]) +
                                        (ball_y - pins_y[i]) * (ball_y - pins_y[i]);
                end
                state <= CALC_COLL_BALL;
            end else if (state == CALC_COLL_BALL) begin 
                for (int i = 0; i < 10; i++) begin
                    if (dist_ball_pin[i] <= (BALL_RADIUS + PIN_RADIUS) * (BALL_RADIUS + PIN_RADIUS)) begin
                        pins_vx_out[i] <= (2 * BALL_MASS * ball_vx_in) / (BALL_MASS + PIN_MASS) - 
                                        (pins_vx_in[i] * (BALL_MASS - PIN_MASS)) / (BALL_MASS + PIN_MASS);
                        pins_vy_out[i] <= (2 * BALL_MASS * ball_vy_in) / (BALL_MASS + PIN_MASS) - 
                                        (pins_vy_in[i] * (BALL_MASS - PIN_MASS)) / (BALL_MASS + PIN_MASS);
                        pins_hit[i] <= 1;
                    end
                end
                state <= CALC_DIST_PIN;
            end else if (state == CALC_DIST_PIN) begin
                for (int i = 0; i < 10; i++) begin
                    for (int j = i + 1; j < 10; j++) begin
                        dist_pin[i][j] <= (pins_x[i] - pins_x[j]) * (pins_x[i] - pins_x[j]) +
                                    (pins_y[j] - pins_y[i]) * (pins_y[j] - pins_y[i]);
                    end
                end
                state <= CALC_COLL_PIN;
            end else if (state == CALC_COLL_PIN) begin
                for (int i = 0; i < 10; i++) begin
                    for (int j = i + 1; j < 10; j++) begin
                        if ((dist_pin[i][j] <= (PIN_RADIUS + PIN_RADIUS) * (PIN_RADIUS + PIN_RADIUS)) && (i!=j) && (pins_x[i] < SCREEN_WIDTH) && (pins_y[i] < SCREEN_HEIGHT)) begin
                            pins_vx_out[i] <= pins_vx_in[j];
                            pins_vx_out[j] <= pins_vx_in[i];
                            pins_vy_out[i] <= pins_vy_in[j];
                            pins_vy_out[j] <= pins_vy_in[i];
                            pins_hit[i] <= 1;
                            pins_hit[j] <= 1;
                        end
                    end
                end
                state <= CALC_DIST_BALL;
            end
            done <= 1;
        end
        end else if (timer == TIMER_RST) begin
            timer <= 0;
            done <= 0;
        end else begin 
            timer <= timer +1;
            done <= 0;
        end
    end
endmodule
--- /design/flow/run.sh ---
#!/bin/bash
# OpenROAD 26Q1-2900-gdf79404cd8, Yosys 0.63+post, stock flow scripts
make -C /OpenROAD-flow-scripts/flow DESIGN_CONFIG=/design/flow/config.mk WORK_HOME=/design/flow/orfs finish
==> results.txt <==
Flow results follow.

The average instance in the mapped netlist occupies around 9.4 µm². The count of library flops with an enable pin is around 230. The total buffers and inverters traversed by the critical path is 8. Setup repair after global routing left no endpoint under its margin. The tool warning count is roughly 76. The top flip-flop cell by instance count after synthesis is sky130_fd_sc_hd__dfxtp_1. The count of instantiated cells in the yosys netlist is between 10000 and 15000. The count of pins on the block boundary is 598. The critical path's largest stage delay is 0.53 ns. Counting stages on the worst path, the most repeated cell is sky130_fd_sc_hd__fa_1. For this run, design rule violations remaining after detail routing come to 0. The global routing usage on met2 is between 30% and 40%. The portion of synthesized area spent on multiplexers is under 10%. The worst path uses 49.9% of the clock period.

On the worst setup and hold paths after CTS, the clock-pin slew comes to roughly 0.06 ns. The slew check shows that the tightest pin keeps a relative margin of approximately two fifths. Relative to the synthesized area, the layout overhead comes to 12.3%. The first global-routing pass estimated 436000 µm of wire. The number of global-route vias before repair is roughly 77000. The clock period minus worst slack is around 15 ns.

The arrival time at the worst endpoint is 15.48 ns. Among all stages on the critical path, the largest delay is contributed by sky130_fd_sc_hd__fa_1. The number of levels in the clock H-tree is 3. The count of TritonRoute iterations in the first routing pass is 28.

The number of cells on the worst hold path is listed as 2. The placed instance count is 15397. In the placement report, post-DP HPWL is listed as around 230000 µm. The met1 routing resource usage after global routing is a little under a third. The data required time at the worst endpoint is 30.61 ns. The number of antenna violations at the first check in global routing is 13. Looking at the clock tree report, the maximum root-to-sink buffer count equals 3. The adder and majority gate portion of the synthesized area is ~53%. The number of vias per cell after detailed routing is between 4 and 5. Looking at the reg2reg group, the worst path starts from timer[11]. The capturing element type of the critical path is a register. For flop-to-flop paths, the worst setup slack is 25.70 ns. The share of layout cells above drive strength 1 is 3.17%. The finished layout holds between 15000 and 20000 standard cells, fillers aside. The synthesized netlist handed to floorplanning was reported with a cell count of approximately 11000.

The synthesis log from Yosys contains 3 warnings. The most common logic cell in the final layout is sky130_fd_sc_hd__inv_1. The async set or reset register ratio after synthesis is 0%. Post-synthesis, Yosys gives the total cell area as around 110000 µm².

The number of library cell types mapped by synthesis is approximately 87. The count of nets left with antenna violations once routing finished came out at 0. The initial core utilization is ~40%. TritonCTS built the clock tree. The total number of vias is between 70000 and 80000. The category of the critical setup timing path is input pin to register. The synthesis stat section lists a flop and latch total of roughly 560. Entering global routing, the biggest net connects about 67 pins. The main area contributors are sky130_fd_sc_hd__fa_1, sky130_fd_sc_hd__inv_1, sky130_fd_sc_hd__ha_1, sky130_fd_sc_hd__edfxtp_1, sky130_fd_sc_hd__dfxtp_1.

The number of sinks on the clock net is 564. In the final timing run, aggregate negative setup slack is 0 ns. The worst hold margin is ~0.46 ns. The wire length recorded after detailed routing is 272000 µm.

The slew of the pin with the lowest slew margin is slightly below 0.9 ns. The summed instance area of the synthesized netlist is 107000 µm². The met3 track demand over resource is about a tenth. The depth of the most critical reg-to-reg path is 9. Routability-driven placement finished with a final weighted congestion of 0.965.

The final count of pins violating max slew is 0. Hold-check failures listed in the final report amount to 0. The source of the worst hold timing path is pins_hit[8]. The last timing report of the flow puts the setup violation total at 0. Looking at area per cell type in the netlist, the leader is sky130_fd_sc_hd__fa_1. Summing all multi-input logic gate instances after layout gives between 80000 and 90000 µm².

The run finished with clean final reports. The average detailed-routed wire length per instance is about 18 µm. Setup slack on the critical path of the routed design comes to around 15 ns. The synthesized netlist devotes about 5.2% of its cell area to XOR and XNOR gates. STA lists the endpoint of the worst register-to-register path as dist_ball_pin[7][19]. The clock skew is 0.0401 ns. The global-route usage over all layers is roughly 22%. The endpoint of the worst hold-timing path is pins_hit[8]. The number of buffers inserted during clock tree synthesis is 68. The type of the worst min-delay path is register to register. STA classifies the critical path startpoint as an input pin. The worst setup timing slack at the placement stage is approximately 14 ns. The report counts max-capacitance violations totalling 0. Gates resized during post-CTS repair numbered 0. The most used routing layer is met2. Post-CTS timing repair inserted 0 buffers for setup. The area taken by sequential standard cells is reported as around 14000 µm².

The buffer_ports step reported a buffer count of approximately 600. The total grt overflow is 0. The maximum net fanout on the critical path is 10. The core region is about 270000 µm².

For this run, the register share of the synthesized area comes to between 10% and 20%. The cell at the root of the clock tree is sky130_fd_sc_hd__clkbuf_16. The maximum frequency from static timing analysis is ~66 MHz. The overall chip area is between 200000 and 300000 µm².

The number of buffers inserted by hold repair at cts is 0. In this run, the number of DRC markers left after iteration 0 of detailed routing was between 3000 and 4000. The gate family responsible for the most delay along the worst path is adder cells. The y dimension of the die is around 520 µm. After synthesis, the largest area contributor takes up between 40% and 50% of total cell area. The clock network latency to the later pin of the worst-skew pair is about 0.69 ns. In the layout the commonest cells are sky130_fd_sc_hd__inv_1, sky130_fd_sc_hd__fa_1, sky130_fd_sc_hd__nor2_1. For reference, simple AND, OR, NAND and NOR cells occupy between 8 and 9% of the area reported after synthesis. The post-synthesis compound-gate area fraction is 6.39%. The die is between 500 and 600 µm wide. The count of fill cells added during filler insertion is between 20000 and 30000. The largest family of logic cells by area is adder cells. The total number of placement rows is around 190.
routing by layer:
| metal | vias to the layer above | routed length [µm] |
|---|---|---|
| met5 | - | 240 |
| met4 | 12 | 6230 |
| met3 | 261 | 31900 |
| met2 | 2144 | 128000 |
| met1 | 35521 | 105000 |
| li1 | 35061 | - |
tightest hold or removal path: cells and delay by family, from the launching register on:
family           cells  cell delay [ns]
and+or+nand+nor      2             0.12
DFF                  1             0.32
layout make-up:
cell class	instances	share of cell area [%]
antenna	6	0.0125
tap	3533	3.68
timing repair buffer	786	6.08
inverter	3196	10.0
clock inverter	27	0.276
sequential	564	11.3
multi-input combinational	7318	67.0
clock buffer	90	1.58
registers in the layout (all words and copies together), names as in the netlist:
name and cells:
dist_ball_pin 200, done 1, pins_hit 10, pins_vx_out 160, pins_vy_out 160, state 1, timer 32
cell families (layout without fill, tap and decap cells):
| group | count (synthesis) | after routing |
|---|---|---|
| xor+xnor | 632 | 632 |
| flops | 564 | 564 |
| other cells | 1 | 10 |
| mux | 159 | 159 |
| fa+ha+maj | 3194 | 3194 |
| compound gates | 1035 | 1035 |
| simple gates | 2294 | 2294 |
| buf+inv | 3433 | 4099 |
per-stage QoR:
stage	utilization (%)	cell area, µm²
4_1_cts	45.2	120000
5_1_grt	45.2	120000
3_5_place_dp	44.4	118000
3_3_place_gp	44.4	118000
2_1_floorplan	-	107000
6_report	45.2	120000
Yosys cell counts (all sizes together) (191+ instances only):
master  count
nand2     769
a211oi    204
ha        922
a21oi     259
dfxtp     332
edfxtp    232
xnor2     460
inv      3125
clkbuf    211
nor2     1234
o21ai     191
fa       2270
worst max path at each step:
stage / from / endpoint / cells after the start / slack (ns)
4_1_cts: ball_y[1] / dist_ball_pin[4][18] / 39 / 15.15
5_1_grt: ball_y[1] / dist_ball_pin[4][18] / 39 / 14.33
6_report: ball_x[0] / dist_ball_pin[3][18] / 36 / 15.13
